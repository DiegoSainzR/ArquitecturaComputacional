File: design/flow/run.sh
#!/bin/bash
# OpenROAD 26Q1-2900-gdf79404cd8, Yosys 0.63+post, stock flow scripts
make -C /OpenROAD-flow-scripts/flow DESIGN_CONFIG=/design/flow/config.mk WORK_HOME=/design/flow/orfs finish
File: design/flow/config.mk
export PLATFORM = sky130hd
export DESIGN_NAME = Data_Memory_Cell
export DESIGN_NICKNAME = Data_Memory_Cell
export VERILOG_FILES = /design/flow/design.v
export SDC_FILE = /design/flow/constraint.sdc
export NUM_CORES = 4
export LEC_CHECK = 1
export CORE_AREA = 10 10 111 111
export DIE_AREA = 0 0 121 121
export SYNTH_HDL_FRONTEND = slang
File: design/flow/constraint.sdc
current_design Data_Memory_Cell

set clk_period 3.4
set clk_io_pct 0.2

create_clock -name clk0 -period $clk_period [get_ports {clk_i}]

set non_clock_inputs [all_inputs -no_clocks]
set_input_delay [expr $clk_period * $clk_io_pct] -clock clk0 $non_clock_inputs
set_output_delay [expr $clk_period * $clk_io_pct] -clock clk0 [all_outputs]
File: design/flow/design.v
module Data_Memory_Cell(
	input clk_i,
	input enable_i,
	input [1:0] type_i,
	input [1:0] addr_i,
	input [31:0] input_i,
	output reg [31:0] output_o
);
	always@(posedge clk_i)begin
		if (enable_i) begin
			if(type_i==2) begin
				if(addr_i==0)
					output_o <= input_i;
			end
			else if(type_i==1) begin
				if(addr_i==0)
					output_o[15:0] <= input_i[15:0];
				else if(addr_i==2)
					output_o[31:16] <= input_i[15:0];
			end
			else begin
				if(addr_i==0)
					output_o[7:0] <= input_i[7:0];
				else if(addr_i==1)
					output_o[15:8] <= input_i[7:0];
				else if(addr_i==2)
					output_o[23:16] <= input_i[7:0];
				else if(addr_i==3)
					output_o[31:24] <= input_i[7:0];
			end
		end
	end
endmodule
==> out/metrics.yaml <==
status:
  outcome: "finished, final reports clean"
sta:
  hold_viol: 0
  layout_min_cycle_time_ns: 2.40
  fmax_mhz: 417
  whs_ns: 1.05
  rsz0062_at_grt: "false"
  setup_viol: 0
  worst_slew_pin_slew_ns: 0.544
  slew_violations: 0
  relSlewSlack_pct: 63.7
  setup_tns_ns: 0
  fin_crit_sh_pct: 70.6
yosys:
  yosysWarnings: 0
  synth_cells: 99
  yosys_area_um2: 1480
  ys_ff: 32
  top_cell_area_share_pct: 64.9
  yosysTopAreaCell: "edfxtp_1"
  topCellsByArea: "edfxtp_1, mux2_2, mux2i_1, o21ai_0, ha_1"
  synth_stat.cells: 99
  syn_area_um2: 1480
  ys_seq_share_pct: 64.9
  syn_avg_cell_area_um2: 15.0
  yosysUniqueCellTypes: 20
setup_path:
  crit_required_ns: 3.43
  cp_num_buf_inv: 3
  cp_slowest_cell: "clkdlybuf4s50_1"
  critPathMaxStageDelay_ns: 0.51
  critPathTopFamily: "buffers and inverters"
  worst_ep_arrival_time_ns: 2.43
  end_kind: "flop"
  worstPathCellList: "clkdlybuf4s50_1, inv_1, ha_1, buf_4, nor2_4, mux2_2"
  critical_path.startpoint_type: "input pin"
  cp_max_fo: 13
  critPathKind: "input pin to flop"
final_layout:
  largest_reg_flops: 32
  reg_top3: "output_o: 32 flops"
  nFillCells: 1021
  regMostFlops: "output_o"
  fin_cells: 308
  area_delta_synth_final_pct: 63.0
  drive_above_1_share_pct: 16.0
cts:
  cts_sinks: 32
  clock_path_buffers: 2
  clk_pin_slew_ns: 0.06
  post_cts_buffers: 0
  htreeDepth: 2
  cts_resized: 0
  cts_made_buffers: 5
  cts_hold_buf: 0
  cts_tree: "done"
  cts-root-buf: "clkbuf_8"
flow_run:
  drv_cap: 0
  warnings: 27
floorplanning:
  core_region_area_um2: 9860
  pin_count: 70
  fp_util_pct: 15.0
  num_rows: 36
  die_h_um: 121
  chipArea_um2: 14600
  die_x_um: 121
global_route:
  overflow: 0
  grt_pass1_wl_um: 6870
  antenna_found_initial: 0
  grt_max_degree: 14
  grt_use_total_pct: 6.12
  grt_pass1_vias: 1137
power:
  power.total_w: 0.000906
  p_leak_nw: 0.814
  vdd_drop_max_uv: 129
  power_density_nw_per_um2: 375
drt:
  dr_total_vias: 1080
  ant_nets: 0
  diodes: 0
  firstDrtPassIters: 4
  route.detailed.wl_per_inst_um: 14.9
  drt_iter0_drc: 29
  drc_errors: 0
  post_drt_via_cell_ratio: 3.51
  routed_wirelength_um: 4600
place:
  io_buffer_count: 69
  placedCellCount: 301
  hpwl_um: 3770
  gp_congestion: 0.743
worst_hold_path:
  hp-class: "input pin to flop"
-- placed cells by master, fill, tap and decap left out --
cell / count
mux2_2: 16
clkdlybuf4s50_1: 69
ha_1: 3
o21ai_0: 8
nand2b_1: 3
clkbuf_1: 1
mux2i_1: 8
clkbuf_8: 5
a32oi_1: 1
nor2_1: 4
xnor2_1: 1
nand4_1: 1
and4bb_1: 1
nor3_1: 1
o21ai_1: 2
edfxtp_1: 32
nor2b_1: 1
buf_4: 5
clkinv_2: 1
inv_1: 3
nand2_1: 8
nor2_4: 1
-- power breakdown --
group,switching (W),total [W],internal [W]
clock,0.000131,0.000270,0.000139
sequential,0.00000767,0.000475,0.000467
combinational,0.0000527,0.000161,0.000109
total,0.000191,0.000906,0.000715
-- stage by stage --
| step | cell area, um2 | setup WS [ns] | utilization [%] |
|---|---|---|---|
| floorplan | 1480 | 1.37 | - |
| global placement | 2340 | 0.734 | 23.7 |
| detailed placement | 2340 | 0.674 | 23.7 |
| CTS | 2410 | 0.980 | 24.5 |
| global route | 2410 | 0.856 | 24.5 |
| finish | 2410 | 1.00 | 24.5 |
-- cell type report --
type	count	area, um2	share of cell area [%]
clock buffer	6	72.6	3.01
clock inverter	1	5.00	0.207
inverter	3	11.3	0.466
multi-input combinational	59	470	19.5
sequential	32	961	39.8
tap	133	166	6.89
timing repair buffer	74	728	30.2
-- per-layer routing --
metal  vias to the layer above  track usage (%)  share of wire (%)  wire [um]
met2                        52             9.97                 48       2210
met5                         -                0                  0          0
met3                         6             2.98                 12        548
met1                       501             7.19                 38       1760
met4                         0             1.28                1.8         82
li1                        521                -                  -          -
-- worst paths after layout --
path        from           end  slack (ns)  cells past startpoint
min   input_i[4]   output_o[4]        1.05                      1
max    type_i[0]  output_o[11]         1.0                      6
-- synthesized netlist by cell type --
cell / instances
nor2_1: 4
nand4_1: 1
edfxtp_1: 32
and4bb_1: 1
buf_6: 1
o21ai_0: 8
inv_1: 3
nor3_1: 1
nor2_4: 1
ha_1: 3
xnor2_1: 1
buf_4: 3
a32oi_1: 1
mux2i_1: 8
buf_2: 1
nor2b_1: 1
mux2_2: 16
o21ai_1: 2
nand2_1: 8
nand2b_1: 3
-- cells by family (layout without fill, tap and decap cells) --
group / after synthesis / count (layout) / share of synthesized area [%]
AOI/OAI and AO/OA: 11 / 11 / 3.97
adders and majority gates: 3 / 3 / 2.53
and+or+nand+nor: 20 / 20 / 7.09
DFF: 32 / 32 / 64.9
buffers and inverters: 8 / 84 / 3.38
xor gates and xnor gates: 1 / 1 / 0.591
muxes: 24 / 24 / 17.6
Power figures rest on the tool's default switching activity, not on a simulated workload.
